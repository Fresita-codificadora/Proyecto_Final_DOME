<file path="run.sh">
#!/bin/bash
# OpenROAD 26Q1-2900-gdf79404cd8, Yosys 0.63+post, stock flow scripts
make -C /OpenROAD-flow-scripts/flow DESIGN_CONFIG=/design/flow/config.mk WORK_HOME=/design/flow/orfs finish
</file>
<file path="design.v">
module ram (din, addr, write_en, clk, dout); 
    parameter                       addr_width = 9;
    parameter                       data_width = 8;
    input       [addr_width-1:0]    addr;
    input       [data_width-1:0]    din;
    input                           write_en, clk;
    output      [data_width-1:0]    dout;
    reg         [data_width-1:0]    dout;  
    reg [data_width-1:0] mem [(1<<addr_width)-1:0];
        always @(posedge clk)
        begin
            if (write_en)
                mem[(addr)] <= din;
            dout = mem[addr];  
        end
endmodule
</file>
<file path="constraint.sdc">
current_design ram

set clk_period 19.4
set clk_io_pct 0.2

create_clock -name clk0 -period $clk_period [get_ports {clk}]

set non_clock_inputs [all_inputs -no_clocks]
set_input_delay [expr $clk_period * $clk_io_pct] -clock clk0 $non_clock_inputs
set_output_delay [expr $clk_period * $clk_io_pct] -clock clk0 [all_outputs]
</file>
<file path="config.mk">
export PLATFORM = sky130hd
export DESIGN_NAME = ram
export DESIGN_NICKNAME = ram
export VERILOG_FILES = /design/flow/design.v
export SDC_FILE = /design/flow/constraint.sdc
export NUM_CORES = 4
export LEC_CHECK = 1
export CORE_UTILIZATION = 50
</file>
==> summary.txt <==
yosys + openroad results -> status complete, but fails checks, violated checks capacitance limit, slew limit, M1 GR Usage 40.5%, worst slew pin tran about 1.6 ns, area of the multi-input gates 0.0330 mm², Worst slew margin -4.07%, crit path max fanout roughly 77, Late-Pin Clk Latency between 0.9 and 1 ns, ys flop type edfxtp_1, cts bufs inserted around 420, DIE WIDTH approximately 560 µm, Clock transition at path regs ~0.060 ns, unrepaired setup endpoints after global routing no, hold_buf cts 0, die area 0.319 mm², clk sink count 4104, Post-CTS Setup Inserts 0, I/O Buffers 26, tool warnings 41, Leakage Power roughly 0.056 µW, vias in the first global route between 80000 and 90000, synthesized instance count roughly 7600, final clock skew about 0.07 ns, Max-Cap Viols 1, vias per cell approximately 6.3, layout cells sized above 1 a little under a quarter, gpl congestion roughly 0.96, H-tree Lvls 5, WL final between 400 and 500 mm, Synth area leaders edfxtp_1, mux4_2, mux2i_1, I/O Pins 27, clk root buf clkbuf_16, CP Class in -> reg, Yosys Chip Area 0.158 mm², Final Hold Vio Count 0, Initial DRC Count approximately 5500, Power Dens Cells roughly 100 mW/mm², routed wire length per instance 34.9 µm, Post-synth seq share between 70 and 80%, most frequent CP cell buf_4, ys async rst share 0%, Critical Path, Cell by Cell buf_16 -> buf_4 -> buf_4 -> buf_4 -> buf_4 -> buf_4 -> mux4_2 -> a22oi_1 -> a21oi_1 -> or3_1 -> nor4_1 -> buf_4 -> nand4_1, Peak VDD IR between 0.07 and 0.08 mV, DRT Pass-1 Iters 6, post-DP HPWL about 270 mm, warnings from Yosys 1, first-pass GRT wire length between 600 and 700 mm, clock period minus worst slack 9.36 ns, TNS Setup 0 ns, CP max-delay cell nor4_1, CP arrival 10.20 ns, global-route layer with the greatest usage met2, Initial Util approximately half, count leader, synth edfxtp_1, Worst EP required 20.23 ns, yosys cell count about 7600, crit start category input port, crit path buf inv count 7, Hold Crit Class reg -> reg, GR Util met2 a little over two fifths, Power Total around 19000 µW, post-synth top area cell edfxtp_1, initial antenna violation count 22, detailed-route via count 78400, cts repair resizes 0, Final Slew Violations 7, antenna viol nets, final 0, total core area 0.315 mm², Tot GR Track Use a little under a third, Finish-stage setup viols 0, Layout fillers between 20000 and 25000, post-synth cell types roughly 67, commonest cells in the netlist edfxtp_1, mux4_2, nor2_1, area share of the largest cell type after synthesis 77.7%, fin crit share between 40 and 50%, count of library flops with an enable pin between 4000 and 5000, M3 GR Usage between 20% and 30%, Cell Area, Synth 0.158 mm², Synthesized registers between 4000 and 5000, global route overflow 0, pin count of the biggest net entering global routing between 100 and 150, Seq. cell area ~0.12 mm², Die Y between 500 and 600 µm, row count 206, kind of cell adding the most delay to the critical path buffers and inverters, synth-to-layout area growth 12.6%, Hold WS ~0.93 ns, maximum buffer depth of the clock tree 4, slowest stage delay, CP a little under 0.9 ns, Mapped Avg Cell Area about 21 µm², endpoint type of the worst setup path register, f_max between 0.1 and 0.15 GHz, CTS tree done, post-detailed-route DRC marker count 0
where the power goes:
part | leakage [µW] | switching, µW | internal [µW]
clock network | 0.00664 | 3360 | 4650
registers | 0.0369 | 10.2 | 9770
logic | 0.0122 | 557 | 259
tightest hold or removal path, cell delays in order (launching register included):
cell and delay (ns):
edfxtp_1 0.31, mux4_2 0.22, a21oi_1 0.06, a31oi_1 0.14
nor4_1 0.07, nand4_1 0.09
final cells by class:
class	count	area share, %
Tap cell	4160	2.92
Timing Repair Buffer	390	1.79
Antenna cell	18	0.0253
Multi-Input combinational cell	2984	18.5
Inverter	4	0.0112
Clock buffer	512	6.12
Sequential cell	4104	69.1
Clock inverter	254	1.57
cell families (layout without fill, tap and decap cells):
family          Yosys count  after routing  share of synthesized area [%]
other cells               0             18                              0
compound gates          758            758                           3.43
simple gates            958            958                           2.74
mux                    1268           1268                           14.5
flops                  4104           4104                           77.8
buf+inv                 487           1160                           1.59
state kept, by name, summed over array words and instances, names as in the netlist:
name  flops
dout      8
mem    4096
layout by cell type (no fill, tap or decap), types with 48 or more instances in the layout:
| cell | synthesis | final |
|---|---|---|
| edfxtp_1 | 4096 | 4096 |
| clkinv_1 | 0 | 84 |
| clkinv_2 | 0 | 75 |
| clkbuf_1 | 196 | 88 |
| nor2_1 | 548 | 540 |
| buf_4 | 56 | 354 |
| nand2_1 | 130 | 124 |
| bufinv_16 | 0 | 48 |
| mux4_2 | 816 | 816 |
| a21oi_1 | 77 | 77 |
| a221oi_1 | 91 | 91 |
| a31oi_1 | 76 | 76 |
| mux2i_1 | 434 | 434 |
| clkbuf_16 | 0 | 422 |
| o22ai_1 | 118 | 118 |
| a22oi_1 | 180 | 180 |
per-stage QoR:
stage | worst slack [ns] | std cells | utilization [%] | cell area, µm²
after global routing | 9.86 | 12400 | 56.6 | 178000
after detailed placement | 8.99 | 11600 | 52.2 | 165000
after global placement | 8.88 | 11600 | 52.2 | 165000
after floorplan | 13.07 | 7575 | - | 158000
final | 10.04 | 12400 | 56.6 | 178000
after CTS | 10.02 | 12400 | 56.6 | 178000
routing by layer:
metal / wire, µm / part of all wire [%]
met1: 135000 / 31
met2: 197000 / 45
met3: 83200 / 19
met4: 16600 / 3.8
met5: 1260 / 0.29
worst paths after layout:
check,cells past startpoint,startpoint,slack (ns),endpoint
min,5,mem[87][0],0.93,dout[0]
max reg2reg,9,mem[11][2],15.49,dout[2]
min reg2reg,5,mem[87][0],0.93,dout[0]
max,13,addr[1],10.04,dout[4]
Power is estimated from default activity; no workload was simulated.
